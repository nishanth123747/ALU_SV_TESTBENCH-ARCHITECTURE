## flow/design.v

```verilog
module alu #(parameter DW = 8, CW = 4)(INP_VALID,OPA,OPB,CIN,CLK,RST,CMD,CE,MODE,COUT,OFLOW,RES,G,E,L,ERR);
  input [DW-1:0] OPA,OPB;
  input CLK,RST,CE,MODE,CIN;
  input [CW-1:0] CMD;
  input [1:0] INP_VALID;
  output reg [DW+1:0] RES = 9'bz;
  output reg COUT = 1'bz;
  output reg OFLOW = 1'bz;
  output reg G = 1'bz;
  output reg E = 1'bz;
  output reg L = 1'bz;
  output reg ERR = 1'bz;
  reg [DW-1:0] OPA_1, OPB_1;
  reg [DW-1:0] oprd1, oprd2;
  reg [3:0] CMD_tmp;
  reg [DW-1:0] AU_out_tmp1,AU_out_tmp2 ;
  reg [4:0] wait_counter;
  reg oprd1_valid, oprd2_valid;
  always @ (posedge CLK) begin
      if(RST) begin
        oprd1<=0;
        oprd2<=0;
        CMD_tmp<=0;
        wait_counter<=0;
        oprd1_valid<=0;
        oprd2_valid<=0;
      end
      else if (INP_VALID==2'b01)  begin    
        oprd1<=OPA;
        CMD_tmp<=CMD;
        oprd1_valid<=1;
        wait_counter<=0;
        if(oprd2_valid && wait_counter >= 16) begin
          ERR <= 1'b1;
        end
      end
      else if (INP_VALID==2'b10)  begin    
        oprd2<=OPB;
        CMD_tmp<=CMD;
        oprd2_valid<=1;
        wait_counter<=0;
        if(oprd1_valid && wait_counter >= 16) begin
          ERR <= 1'b1;
        end
      end
      else if (INP_VALID==2'b11)  begin    
        oprd1<=OPA;
        oprd2<=OPB;
        CMD_tmp<=CMD;
        oprd1_valid<=1;
        oprd2_valid<=1;
        wait_counter<=0;
      end
      else begin    
        if((oprd1_valid && !oprd2_valid) || (!oprd1_valid && oprd2_valid)) begin
          if(wait_counter < 16) begin
            wait_counter <= wait_counter + 1;
          end else begin
            wait_counter <= 16;
          end
        end
      end
    end
    always@(posedge CLK)
      begin
       if(CE)                   
        begin
         if(RST)                
          begin
            RES=9'bzzzzzzzzz;
            COUT=1'bz;
            OFLOW=1'bz;
            G=1'bz;
            E=1'bz;
            L=1'bz;
            ERR=1'bz;
            AU_out_tmp1=0;
            AU_out_tmp2=0;
          end
         else if(MODE && oprd1_valid && oprd2_valid)          
         begin
           RES=9'bzzzzzzzzz;
           COUT=1'bz;
           OFLOW=1'bz;
           G=1'bz;
           E=1'bz;
           L=1'bz;
           ERR=1'bz;
          case(CMD_tmp)             
    4'b0000:                   begin             
              RES=oprd1+oprd2;
              COUT=RES[8]?1:0;
            end
      4'b0001 :                begin
             OFLOW=(oprd1<oprd2)?1:0;
             RES=oprd1-oprd2;
            end
           4'h2:            
            begin
             RES=oprd1+oprd2+CIN;
             COUT=RES[8]?1:0;
            end
           4'b0011:             
           begin
            OFLOW=(oprd1<oprd2)?1:0;
            RES=oprd1-oprd2-CIN;
           end
           4'b0100:RES=oprd1;    
           4'b0101:RES=oprd1-1;    
           4'b0110:RES=oprd2-1;    
           4'b0111:RES=oprd2+1;    
           4'b1000:              
           begin
            RES=9'bzzzzzzzzz;
            if(oprd1==oprd2)
             begin
               E=1'b1;
               G=1'bz;
               L=1'bz;
             end
            else if(oprd1>oprd2)
             begin
               E=1'bz;
               G=1'b1;
               L=1'bz;
             end
            else 
             begin
               E=1'bz;
               G=1'bz;
               L=1'b1;
             end
           end
	   4'b1001: begin   
                    AU_out_tmp1 <= oprd1 + 1;
                    AU_out_tmp2 <= oprd2 + 1;
                    RES <=AU_out_tmp1 * AU_out_tmp2;
                  end
           4'b1010: begin   
                    AU_out_tmp1 <= oprd1 << 1;
                    AU_out_tmp2 <= oprd2;
                    RES <=AU_out_tmp1 - AU_out_tmp2; 
                  end
           default:   
            begin
            RES=9'bzzzzzzzzz;
            COUT=1'bz;
            OFLOW=1'bz;
            G=1'bz;
            E=1'bz;
            L=1'bz;
            ERR=1'bz;
           end
          endcase
         end
        else if(!MODE && oprd1_valid && oprd2_valid)          
        begin 
           RES=9'bzzzzzzzzz;
           COUT=1'bz;
           OFLOW=1'bz;
           G=1'bz;
           E=1'bz;
           L=1'bz;
           ERR=1'bz;
           case(CMD_tmp)    
             4'b0000:RES={1'b0,oprd1&oprd2};     
             4'b0001:RES={1'b0,~(oprd1&oprd2)};  
             4'b0010:RES={1'b0,oprd1&&oprd2};     
             4'b0011:RES={1'b0,~(oprd1|oprd2)};  
             4'b0100:RES={1'b0,oprd1^oprd2};     
             4'b0101:RES={1'b0,~(oprd1^oprd2)};  
             4'b0110:RES={1'b0,~oprd1};        
             4'b0111:RES={1'b0,~oprd2};        
             4'b1000:RES={1'b0,oprd1};      
             4'b1001:RES={1'b0,oprd1<<1};      
             4'b1010:RES={1'b0,oprd2<<1};      
             4'b1011:RES={1'b0,oprd2<<1};     
             4'b1100:                        
             begin
               if(oprd2[0])
                 OPA_1 = {oprd1[6:0], oprd1[7]};
               else
                 OPA_1 = oprd1;
               if(oprd2[1])
                 OPB_1 =  {OPA_1[5:0], OPA_1[7:6]}; 
               else
                 OPB_1= OPA_1;
               if(oprd2[2])
                 RES =  {OPB_1[3:0], OPB_1[7:4]} ;
               else
                 RES = OPB_1;
               if(oprd2[4] | oprd2[5] | oprd2[6] | oprd2[7])
                 ERR=1'b1;
             end
             4'b1101:                        
             begin
               if(oprd2[0])
                 OPA_1 = {oprd1[0], oprd1[7:1]};
               else
                 OPA_1 = oprd1;
               if(oprd2[1])
                 OPB_1 =  {OPA_1[1:0], OPA_1[7:2]}; 
               else
                 OPB_1= OPA_1;
               if(oprd2[2])
                 RES =  {OPB_1[3:0], OPB_1[7:4]} ;
               else
                 RES = OPB_1;
               if(oprd2[4] | oprd2[5] | oprd2[6] | oprd2[7])
                 ERR=1'b0;
             end
             default:   
               begin
               RES=9'bzzzzzzzzz;
               COUT=1'bz;
               OFLOW=1'bz;
               G=1'bz;
               E=1'bz;
               L=1'bz;
               ERR=1'bz;
               end
          endcase
     end
    end
   end
endmodule
```

## flow/run.sh

```bash
#!/bin/bash
# OpenROAD 26Q1-2900-gdf79404cd8, Yosys 0.63+post, stock flow scripts
make -C /OpenROAD-flow-scripts/flow DESIGN_CONFIG=/design/flow/config.mk WORK_HOME=/design/flow/orfs finish
```

## flow/config.mk

```make
export PLATFORM = sky130hd
export DESIGN_NAME = alu
export DESIGN_NICKNAME = alu
export VERILOG_FILES = /design/flow/design.v
export SDC_FILE = /design/flow/constraint.sdc
export NUM_CORES = 4
export LEC_CHECK = 1
export CORE_UTILIZATION = 40
```

## flow/constraint.sdc

```tcl
current_design alu

set clk_period 4.5
set clk_io_pct 0.2

create_clock -name clk0 -period $clk_period [get_ports {CLK}]

set non_clock_inputs [all_inputs -no_clocks]
set_input_delay [expr $clk_period * $clk_io_pct] -clock clk0 $non_clock_inputs
set_output_delay [expr $clk_period * $clk_io_pct] -clock clk0 [all_outputs]
```

==> flow_summary.json <==
{
  "row_count": 49,
  "cellPowerDensity_mw_per_mm2": 236,
  "ant_nets": 0,
  "grt.overflow.total": 0,
  "area_leaders": "edfxtp_1 (11%), ha_1 (11%), fa_1 (6.9%), dfxtp_1 (5.9%), xnor2_1 (5.2%)",
  "cts_buffers": 5,
  "criticalPathCategory": "reg -> reg",
  "max_freq_ghz": 0.231,
  "max_slew_margin_pct": 38.9,
  "pwr-share-comb_pct": 52.2,
  "pin_count": 43,
  "p_seq_share_pct": 27.4,
  "synth_flops": 50,
  "syn_area_mm2": 0.00751,
  "peakVddDrop_mv": 0.146,
  "die_h_um": 139,
  "final_cell_area_mm2": 0.00850,
  "yosysChipArea_mm2": 0.00751,
  "fillers": 1786,
  "p_switching_mw": 0.832,
  "core_mm2": 0.0182,
  "viasPerCell": 5.91,
  "tool_warnings": 50,
  "cts_htree_levels": 2,
  "yosys-top-cells-count": "nor2_1 (103), inv_1 (77), nand2_1 (70)",
  "synth_cell_types": 89,
  "clockPowerShare_pct": 20.5,
  "path_cells": "buf_6, and2_4, fa_1, inv_2, fa_1, inv_2, fa_1, inv_1, fa_1, inv_2, ha_4, a21boi_4, or3_4, nand3_2, o311ai_2, a21oi_1, a31oi_1",
  "cts_root_buf": "clkbuf_16",
  "dieArea_mm2": 0.0193,
  "die-width_um": 139,
  "ys_seq_share_pct": 17.0,
  "tightest_slew_ns": 0.909,
  "crit_slowest_cell": "fa_1",
  "cts_tree": "built",
  "dp_slack_ns": -0.0282,
  "critPathMaxStageDelay_ns": 0.55,
  "holdWs_ns": 0.464,
  "max_cap_violations": 0,
  "drtIter0Drc": 880,
  "ff_type": "edfxtp_1",
  "drive_gt1_share_pct": 12.9,
  "grt_pass1_vias": 6545,
  "crit_buf_inv": 5,
  "vias": 7130,
  "clock_sinks": 50,
  "synth_area_per_cell_um2": 7.94,
  "clock_latency_ns": 0.31,
  "finalSetupViolations": 0,
  "min_path_type": "reg -> reg",
  "dp_hpwl_um": 18900,
  "yosysCellCount": 946,
  "grt_usage_pct": 26.9,
  "top_area_cell": "edfxtp_1",
  "finalHoldViolCount": 0,
  "setup.worst_path.end_class": "flop",
  "crit_top_cell": "fa_1",
  "grt_max_degree": 41,
  "initial_core_util_pct": 41.3,
  "critPathArrivalTime_ns": 4.36,
  "clk_pin_slew_ns": 0.08,
  "synthToLayoutAreaGrowth_pct": 13.1,
  "cpLargestDelayFamily": "adder cells",
  "drc": 0,
  "gp_congestion": 0.973,
  "status": "completed",
  "setup_slack_ns": 0.171,
  "top_cell": "nor2_1",
  "finalCritPeriodShare_pct": 96.2,
  "wire_per_inst_um": 20.7,
  "p_leak_nw": 3.36,
  "synth.top_cell.area_share_pct": 11.2,
  "clk_path_buf_depth": 2,
  "io_buffers": 38,
  "firstDrtPassIters": 21,
  "yosysWarnings": 52,
  "cp.required_ns": 4.53,
  "period_minus_slack_ns": 4.33,
  "synth-edff-count": 28,
  "syn_inst": 946,
  "antenna_cells": 0,
  "dpl_cell_area_mm2": 0.00814,
  "p_int_mw": 1.18,
  "synthArstFlopShare_pct": 0,
  "grt_pass1_wl_um": 38700,
  "start_kind": "flop",
  "skew_ns": 0.00955,
  "drv_slew": 0,
  "wl_um": 25000,
  "switching_share_pct": 41.4,
  "antenna_found_initial": 2,
  "cp_max_fo": 3
}
-- sequential cells by signal (all words and copies together), names as in the netlist --
| register | count |
|---|---|
| AU_out_tmp1 | 8 |
| AU_out_tmp2 | 8 |
| CMD_tmp | 4 |
| COUT | 1 |
| OFLOW | 1 |
| RES | 10 |
| oprd1 | 8 |
| oprd1_valid | 1 |
| oprd2 | 8 |
| oprd2_valid | 1 |
-- logic make-up after synthesis --
family	count (synthesis)	synth area share, %
AOI/OAI and AO/OA	236	20.9
xor gates and xnor gates	66	8.09
adders and majority gates	92	17.9
buffers and inverters	144	8.72
DFF	50	17.0
muxes	36	5.98
other	1	0.0499
and+or+nand+nor	321	21.3
-- cells in the final DEF, fill, tap and decap left out, types with 11 or more instances in the layout --
master and instances:
a21oi_1 48, a31oi_1 11, and2_1 25, buf_4 42, clkdlybuf4s50_1 38, dfxtp_1 22
edfxtp_1 28, fa_1 22, ha_1 61, inv_1 69, mux2i_1 28, nand2_1 70
nand2b_1 19, nand3_1 21, nor2_1 103, nor2b_1 13, nor3_1 17, o21ai_0 58
o22ai_1 15, xnor2_1 45, xor2_1 15
-- layer usage --
metal	vias up	global-route usage, %	part of all wire, %
met1	3375	41.9	46
met5	-	0	0.10
met3	40	5.49	9.3
met4	4	4.04	1.9
met2	345	40.1	43
li1	3366	-	-
-- power by group through the flow --
stage | registers, mW | logic, mW | clock network (mW)
final | 0.550 | 1.05 | 0.411
after global routing | 0.553 | 1.15 | 0.433
after CTS | 0.548 | 0.960 | 0.418
-- path summary, 6_finish.rpt --
check	startpoint	to	slack, ns	cells past startpoint
min	CMD_tmp[3]	CMD_tmp[3]	0.46	2
min reg2reg	CMD_tmp[3]	CMD_tmp[3]	0.46	2
max reg2reg	AU_out_tmp2[4]	RES[8]	0.17	17
max	AU_out_tmp2[4]	RES[8]	0.17	17
-- repair_timing --
item / in CTS / in global routing
setup buffers: 1 / 6
pin swaps: 1 / 35
hold buffers: 0 / 0
setup endpoints to repair: 1 / 4
gates cloned: 0 / 0
resized: 1 / 39
-- final cells by class --
class / count / area [µm²] / share of cell area (%)
clock buffer: 5 / 125 / 1.47
inverter: 80 / 300 / 3.53
tap: 229 / 287 / 3.37
multi-input combinational: 755 / 5730 / 67.4
clock inverter: 3 / 28.8 / 0.338
timing repair buffer: 84 / 749 / 8.82
sequential: 50 / 1280 / 15.1
-- stage by stage --
step / instances / util, % / TNS (ns) / power (mW)
floorplan: 949 / - / 0 / 1.23
global placement: 1191 / 44.7 / 0 / 1.51
detailed placement: 1191 / 44.7 / -0.0282 / 1.51
CTS: 1200 / 45.6 / 0 / 1.93
global route: 1206 / 46.7 / -0.0234 / 2.13
finish: 1206 / 46.7 / 0 / 2.01
-- tightest hold or removal path: cells and delay by family (launching register included) --
family	cells	cell delay, ns
simple gates	1	0.06
flops	1	0.32
compound gates	1	0.05
Power figures rest on the tool's default switching activity, not on a simulated workload.
